==> /design/flow/design.v <==
`timescale 1ns / 1ps
module FullAdder(a, b, c, S, C);
	input a, b, c;
	output S, C;
	wire x, y, z;
	xor(S, a, b, c);
	and(x, a, b);
	and(y, b, c);
	and(z, c, a);
	or(C, x, y, z);
endmodule
`timescale 1ns / 1ps
module RCA_16bit(a,b,c,S,C);
	input [15:0] a,b;			 
	input c;						 
	output [15:0] S;			 
	output C;					 
	wire carry;					 
	RCA_8bit rca0(a[7:0],b[7:0],c,S[7:0],carry);
	RCA_8bit rca1(a[15:8],b[15:8],carry,S[15:8],C);
endmodule
`timescale 1ns / 1ps
module RCA_32bit(a,b,c,S,C);
	input [31:0] a,b;			 
	input c;						 
	output [31:0] S;			 
	output C;					 
	wire carry;					 
	RCA_16bit rca0(a[15:0],b[15:0],c,S[15:0],carry);
	RCA_16bit rca1(a[31:16],b[31:16],carry,S[31:16],C);
endmodule
`timescale 1ns / 1ps
module RCA_64bit(a,b,c,S,C);
	input [63:0] a,b;			 
	input c;						 
	output [63:0] S;			 
	output C;					 
	wire carry;					 
	RCA_32bit rca0(a[31:0],b[31:0],c,S[31:0],carry);
	RCA_32bit rca1(a[63:32],b[63:32],carry,S[63:32],C);
endmodule
`timescale 1ns / 1ps
module RCA_8bit(a, b, c, S, C);
	input [7:0] a, b;		 
	input c;					 
	output [7:0] S;		 
	output C;			    
	wire [6:0] carry;
	FullAdder fad_0(a[0],b[0],c,S[0],carry[0]);
	FullAdder fad_1(a[1],b[1],carry[0],S[1],carry[1]);
	FullAdder fad_2(a[2],b[2],carry[1],S[2],carry[2]);
	FullAdder fad_3(a[3],b[3],carry[2],S[3],carry[3]);
	FullAdder fad_4(a[4],b[4],carry[3],S[4],carry[4]);
	FullAdder fad_5(a[5],b[5],carry[4],S[5],carry[5]);
	FullAdder fad_6(a[6],b[6],carry[5],S[6],carry[6]);
	FullAdder fad_7(a[7],b[7],carry[6],S[7],C);
endmodule
==> /design/flow/run.sh <==
#!/bin/bash
# OpenROAD 26Q1-2900-gdf79404cd8, Yosys 0.63+post, stock flow scripts
make -C /OpenROAD-flow-scripts/flow DESIGN_CONFIG=/design/flow/config.mk WORK_HOME=/design/flow/orfs finish
==> /design/flow/config.mk <==
export PLATFORM = sky130hd
export DESIGN_NAME = RCA_64bit
export DESIGN_NICKNAME = RCA_64bit
export VERILOG_FILES = /design/flow/design.v
export SDC_FILE = /design/flow/constraint.sdc
export NUM_CORES = 4
export LEC_CHECK = 1
export CORE_UTILIZATION = 40
==> /design/flow/constraint.sdc <==
current_design RCA_64bit

set clk_period 33.7
set clk_io_pct 0.2

create_clock -name clk0 -period $clk_period

set non_clock_inputs [all_inputs -no_clocks]
set_input_delay [expr $clk_period * $clk_io_pct] -clock clk0 $non_clock_inputs
set_output_delay [expr $clk_period * $clk_io_pct] -clock clk0 [all_outputs]
==> flow_metrics.rpt <==
PHYSICAL IMPLEMENTATION REPORT
----------------------------------------------------
[Drt]
  Antenna Nets Post-Route ........................ 0
  Total detailed-routing wirelength ........................ between 5 and 6 mm
  WL/cell ........................ 17.1 um
  DRC errors left ........................ 0
  Ratio of routed vias to standard cells ........................ about 4.4
  DRC violation total after the first TritonRoute iteration ........................ 10
  Initial DRT Pass Iterations ........................ 2
  Antenna Diode Count ........................ 0
  Vias post-DR ........................ approximately 1400

[Worst setup path]
  Startpoint-to-endpoint class of the critical path ........................ in2out
  Capturing element type of the critical path ........................ output port
  First element of the critical path ........................ a[0]
  Maximum fanout along the worst path ........................ 1
  Most numerous cell on the critical path ........................ fa_2
  Worst endpoint required time ........................ 26.96 ns
  Arrival time worst endpoint ........................ 29.50 ns
  Delay of the slowest critical-path stage ........................ 0.43 ns
  Family with the most delay on the worst path ........................ adder cells
  Buffering stage count on the worst path with inverters included ........................ 6
  Crit start category ........................ input pin
  Slowest stage cell on the critical path ........................ fa_2

[Logic synthesis]
  Mean instance size in the synthesized netlist ........................ 13.0 um2
  Distinct lib cells ........................ 3
  Post-synth top area cell ........................ fa_1
  Yosys stat cell total ........................ 138
  Top cells by area ........................ fa_1 71%, buf_4 27%, inv_1 2.1%
  Post-synth design cell area ........................ 0.00180 mm2
  Top cell type's share of synthesized area ........................ 0.712
  Yosys stat area ........................ 0.00180 mm2
  Yosys warns ........................ 0
  Number of instances in the synthesized netlist ........................ 138
  Sequential-to-total area share from yosys stat ........................ 0

[Floorplan]
  Placeable core area ........................ 0.00432 mm2
  Number of placed I/O pins ........................ between 150 and 200
  Chip area ........................ 0.00477 mm2
  Fp_density ........................ 0.416
  Horizontal die dimension ........................ approximately 69 um
  Floorplan row count ........................ 24
  Die extent in y ........................ 69.1 um

[Placed design]
  Post-placement cell area ........................ 0.00350 mm2
  Placed cells ........................ 320
  Port Buffers ........................ about 190
  Post-Place Worst Slack ........................ -3.19 ns
  Gpl congestion ........................ 0.857
  DP HPWL ........................ 5.46 mm

[Pwr]
  Part of the power in the clock network ........................ 0
  Maximum ir drop on the vdd rail ........................ between 0.000009 and 0.00001 V
  Sequential power share ........................ 0
  Total power consumption of the routed design ........................ 0.0638 mW
  Switching Share ........................ 0.272
  Design internal power ........................ 0.0465 mW
  Leakage power total ........................ roughly 1.2 nW
  Switching power summed over all nets ........................ 0.0174 mW
  Power density cells ........................ 18.4 mW/mm2
  Portion of total power attributed to combinational logic ........................ 1.000

[Global routing]
  Overall Global Routing Usage ........................ 0.262
  Residual overflow from global routing ........................ 0
  Wire length of the first global-routing pass ........................ 8.72 mm
  Number of global-route vias before repair ........................ 1677
  Antenna violations before repair ........................ 0
  Pin count of the biggest net entering global routing ........................ 2

[Cells and area]
  Area growth, synth to finish ........................ 92.5%
  Share of layout cells above drive strength 1 ........................ 0.313
  Sequential cell area ........................ 0 um2
  Top logic cell by instance count in the layout ........................ clkdlybuf4s50_1
  Top Layout Cells ........................ 178 x clkdlybuf4s50_1, 64 x fa_2, 9 x buf_2, 4 x inv_2, 3 x inv_1
  Design Area, Final ........................ between 0.003 and 0.004 mm2
  Number of flip-flops and latches ........................ 0
  Area of the multi-input gates ........................ roughly 0.0014 mm2
  Number of clock-tree buffers in the layout ........................ 0
  Number of fillers in the final layout ........................ 283
  Finished Layout Cells ........................ 320
  Final Util ........................ 0.801

[Timing]
  Summed negative setup slack over all endpoints ........................ -12.42 ns
  Final count of hold timing violations ........................ 0
  Headroom to the max-slew limit ........................ 0.916
  Smallest hold slack ........................ 14.22 ns
  Setup repair after global routing missed its margin ........................ true
  Upper clock frequency limit ........................ between 0.02 and 0.03 GHz
  Worst setup margin ........................ -2.54 ns
  Count of final setup violators ........................ 9
  Max-slew violations ........................ 0
  Post-route minimum period ........................ 36.24 ns
  Post-route clock period utilization ........................ 1.08
  Slew of the pin with the lowest slew margin ........................ around 0.13 ns

[Clocking]
  Post-CTS setup buffers ........................ 0
  Number of buffers inserted for hold repair after clock tree synthesis ........................ 0

[Run]
  Log Warnings ........................ 36
  Total of max-cap violations ........................ 0

[Hold path]
  Class of the most critical hold timing path ........................ in2out
  Beginning of the worst hold path ........................ b[0]

[Outcome]
  Run status ........................ complete, but fails checks
  Failing checks ........................ negative setup slack

----------------------------------------------------
-- power by group through the flow --
stage | Sequential, mW | Combinational [mW] | Clock [mW]
after CTS | 0 | 0.0654 | 0
after global routing | 0 | 0.0712 | 0
final | 0 | 0.0638 | 0
-- routing by layer --
| layer | global-route usage | vias to the layer above | wire [um] |
|---|---|---|---|
| met2 | 0.446 | 114 | 2900 |
| met1 | 0.311 | 688 | 1590 |
| met3 | 0.153 | 2 | 933 |
| li1 | - | 600 | - |
| met5 | 0 | - | 0 |
| met4 | 0.0113 | 0 | 34 |
-- final timing paths --
| check | endpoint | slack [ns] | cells after the start |
|---|---|---|---|
| max | S[63] | -2.54 | 70 |
| min | S[0] | 14.22 | 5 |
-- what timing repair did --
| item | CTS | global route |
|---|---|---|
| pin swaps | 13 | 3 |
| gates cloned | 0 | 0 |
| endpoints found under the setup margin | 11 | 11 |
| resized | 56 | 4 |
-- cell type report --
type / count / share of cell area
Inverter: 10 / 0.0166
Multi-Input combinational cell: 64 / 0.416
Tap cell: 52 / 0.0188
Timing Repair Buffer: 194 / 0.548
-- worst min-delay path: stages --
cell and delay (ns):
buf_6 0.10, inv_6 0.04, fa_2 0.17, inv_1 0.04, clkdlybuf4s50_1 0.39
-- cell usage after synthesis, drive strengths merged --
master,count
buf,64
fa,64
inv,10
-- kinds of logic (layout without fill, tap and decap cells) --
kind of cell / count (synthesis) / count (layout) / synth area share
buffers and inverters: 74 / 204 / 0.288
adders and majority gates: 64 / 64 / 0.712
Power figures rest on the tool's default switching activity, not on a simulated workload.
