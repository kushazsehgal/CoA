File: /design/flow/design.v
`timescale 1ns / 1ps
module Shifter(
    input signed [31:0] in, 
    input [31:0] shamt, 
    input direction, 
    input a_or_l,
    output reg [31:0] out
);
    always @(*) begin
        if (a_or_l) begin
            if (!direction) begin
                out = in >>> shamt;      
            end else begin
                out = in;
            end
        end else begin
            if (!direction) begin
                out = in >> shamt;       
            end else begin
                out = in << shamt;       
            end
        end
    end
endmodule
File: /design/flow/run.sh
#!/bin/bash
# OpenROAD 26Q1-2900-gdf79404cd8, Yosys 0.63+post, stock flow scripts
make -C /OpenROAD-flow-scripts/flow DESIGN_CONFIG=/design/flow/config.mk WORK_HOME=/design/flow/orfs finish
File: /design/flow/config.mk
export PLATFORM = sky130hd
export DESIGN_NAME = Shifter
export DESIGN_NICKNAME = Shifter
export VERILOG_FILES = /design/flow/design.v
export SDC_FILE = /design/flow/constraint.sdc
export NUM_CORES = 4
export LEC_CHECK = 1
export CORE_UTILIZATION = 40
File: /design/flow/constraint.sdc
current_design Shifter

set clk_period 6.3
set clk_io_pct 0.2

create_clock -name clk0 -period $clk_period

set non_clock_inputs [all_inputs -no_clocks]
set_input_delay [expr $clk_period * $clk_io_pct] -clock clk0 $non_clock_inputs
set_output_delay [expr $clk_period * $clk_io_pct] -clock clk0 [all_outputs]
==> summary.json <==
{
  "outcome": "finished, final reports clean",
  "timing.critical_path.from_type": "input pin",
  "register_area_um2": 0,
  "synth_warnings": 1,
  "layout_area_overhead_pct": 20.0,
  "drt.antenna.violating_nets": 0,
  "timing.critical_path.arrival_ns": 4.83,
  "synth_top_cell_by_area": "mux4_2",
  "max_freq_ghz": 0.164,
  "detailedPlacementHpwl_um": 24600,
  "yosys.stat.chipArea_um2": 5690,
  "syn_area_per_cell_um2": 7.06,
  "category_of_the_critical_setup_timing_path": "in2out",
  "top_cell": "nand2_1",
  "unrepaired_setup_endpoints_after_global_routing": "no",
  "timing.final.hold_violations": 0,
  "total_grt_overflow": 0,
  "hold_depth": 4,
  "all_layer_global_routing_usage_pct": 45.5,
  "max_slew.worst_pin.slew_ns": 0.965,
  "mappedNetlistArea_um2": 5690,
  "final_core_utilization_pct": 49.2,
  "drcViolationCount": 0,
  "power_per_cell_area_nw_per_um2": 78.0,
  "grt_pass1_wl_um": 47100,
  "hold_path_class": "in2out",
  "share_of_layout_cells_above_drive_strength_1_pct": 15.9,
  "topCellsByArea": "mux4_2 (21%), mux2i_1 (11%), nand2_1 (6.3%)",
  "flop-count": 0,
  "clkbuf_count": 0,
  "largest_net_degree_at_the_start_of_global_routing": 83,
  "top_cells_by_count": "nand2_1 (96), nor2_1 (78), mux2i_1 (63), a21oi_1 (56), clkbuf_1 (54)",
  "warnings": 32,
  "setup_viol": 0,
  "die_y_um": 121,
  "crit_required_ns": 5.04,
  "antenna_cells": 0,
  "minimum_clock_period_after_layout_ns": 6.09,
  "synth_stat.cells": 806,
  "register_area_share_after_synthesis_pct": 0,
  "io_buffers": 98,
  "netlist-cell-type-count": 72,
  "globalplace.congestion": 1.09,
  "routed_wl_um": 32300,
  "worstHoldEndpoint": "out[26]",
  "post_layout_nonfiller_instances": 1034,
  "hold_path.startpoint": "shamt[3]",
  "largest_fanout_on_the_critical_path": 38,
  "total_leakage_power_nw": 2.43,
  "wl_per_cell_um": 31.2,
  "post_dp_cell_area_um2": 6800,
  "die-width_um": 121,
  "tns_ns": 0,
  "syn-instance-count": 806,
  "route.vias.total": 7656,
  "drtIter0Drc": 1135,
  "finish.instance_area_um2": 6830,
  "cts_hold_buffers": 0,
  "detail_route.first_pass.iterations": 6,
  "drt-vias-per-instance": 7.40,
  "die_area_um2": 14700,
  "first_global_vias": 7124,
  "whs_ns": 3.72,
  "io_pins": 98,
  "finalMaxSlewViolations": 0,
  "slew_headroom_pct": 35.4,
  "design.core.area_um2": 13900,
  "worst_setup_path_end_kind": "primary output",
  "fin_crit_sh_pct": 96.6,
  "antenna_found_initial": 1,
  "synthDominantCellAreaShare_pct": 20.6,
  "maxCapViolCount": 0,
  "floorplan.core_util_pct": 41.0,
  "worst_ir_drop_vdd_uv": 112,
  "placementRows": 43,
  "dp_cells": 1031
}
-- metrics by stage --
stage               worst slack, ns  total power (W)
detailed placement            0.115         0.000510
floorplan                      1.98         0.000296
global placement             0.0890         0.000509
global route                  0.124         0.000556
finish                        0.213         0.000533
CTS                          0.0990         0.000512
-- cell type report --
class                      count  area, um2
fill                        1352       7050
inverter                      24       90.1
timing repair buffer         143       1340
tap                          180        225
multi-input combinational    687       5170
-- routing by layer --
layer	track usage, %	part of all wire [%]	up-vias
li1	-	-	3250
met1	63.0	39	3660
met2	65.8	43	637
met3	14.9	13	109
met4	18.6	5.4	0
met5	0	0	-
-- cells by family (layout without fill, tap and decap cells) --
| logic type | after synthesis | in the layout | share of synthesized area (%) |
|---|---|---|---|
| simple gates | 292 | 292 | 24.0 |
| compound gates | 260 | 260 | 31.2 |
| mux | 135 | 135 | 35.6 |
| buf+inv | 119 | 167 | 9.17 |
-- critical path: stages --
cell and delay, ns:
clkdlybuf4s50_1 0.43, nor4_1 0.50, nand3_1 0.34, nor2_2 0.28, buf_12 0.25, o2111ai_1 0.29, a2111oi_1 0.81, a21o_1 0.16
clkdlybuf4s50_1 0.47
-- power by group --
group / total [W] / leakage, nW / switching (W) / internal [W]
logic: 0.000533 / 2.43 / 0.000313 / 0.000219
registers: 0 / 0 / 0 / 0
clock network: 0 / 0 / 0 / 0
-- repair_timing --
| action | 4_1_cts | 5_1_grt |
|---|---|---|
| endpoints found under the hold margin | 0 | 0 |
| resized | 0 | 1 |
| endpoints found under the setup margin | 0 | 1 |
| setup buffers | 0 | 3 |
-- placed cells by master, fill, tap and decap left out, types with 8 or more instances in the layout --
cell type | Yosys | layout
a211oi_1 | 18 | 18
a21oi_1 | 56 | 56
a221oi_1 | 8 | 8
a31oi_1 | 20 | 20
buf_4 | 7 | 43
clkdlybuf4s50_1 | 0 | 94
inv_1 | 20 | 20
mux2_2 | 20 | 20
mux2i_1 | 63 | 63
mux4_2 | 52 | 52
nand2_1 | 96 | 96
nand2b_1 | 8 | 8
nand3_1 | 24 | 24
nand4_1 | 12 | 12
nor2_1 | 78 | 77
nor3_1 | 27 | 27
nor4_1 | 11 | 11
o211ai_1 | 21 | 21
o21ai_0 | 44 | 44
o31ai_1 | 11 | 11
-- worst max-delay path by stage --
stage / slack (ns) / endpoint / start
after CTS: 0.1 / out[28] / shamt[14]
after global routing: 0.12 / out[28] / shamt[27]
final: 0.21 / out[28] / shamt[30]
Power and IR drop assume default switching activity.
