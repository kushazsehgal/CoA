[/design/flow/run.sh]
#!/bin/bash
# OpenROAD 26Q1-2900-gdf79404cd8, Yosys 0.63+post, stock flow scripts
make -C /OpenROAD-flow-scripts/flow DESIGN_CONFIG=/design/flow/config.mk WORK_HOME=/design/flow/orfs finish
[/design/flow/config.mk]
export PLATFORM = sky130hd
export DESIGN_NAME = LCA_16bit_ripple
export DESIGN_NICKNAME = LCA_16bit_ripple
export VERILOG_FILES = /design/flow/design.v
export SDC_FILE = /design/flow/constraint.sdc
export NUM_CORES = 4
export LEC_CHECK = 1
export CORE_AREA = 10 10 71 71
export DIE_AREA = 0 0 81 81
[/design/flow/constraint.sdc]
current_design LCA_16bit_ripple

set clk_period 9.2
set clk_io_pct 0.2

create_clock -name clk0 -period $clk_period

set non_clock_inputs [all_inputs -no_clocks]
set_input_delay [expr $clk_period * $clk_io_pct] -clock clk0 $non_clock_inputs
set_output_delay [expr $clk_period * $clk_io_pct] -clock clk0 [all_outputs]
[/design/flow/design.v]
`timescale 1ns / 1ps
module CLA_4bit(a, b, c, S, C);
	input [3:0] a, b;
	input c;
	output [3:0] S;
	output C;
	wire [3:0] G, P, carry;  
	assign G = a & b;
	assign P = a ^ b;
	assign carry[0] = c;
	assign carry[1] = G[0] | (P[0] & c);
	assign carry[2] = G[1] | (P[1] & G[0]) | (P[1] & P[0] & c);
	assign carry[3] = G[2] | (P[2] & G[1]) | (P[2] & P[1] & G[0]) | (P[2] & P[1] & P[0] & c);
	assign C = G[3] | (P[3] & G[2]) | (P[3] & P[2] & G[1]) | (P[3] & P[2] & P[1] & G[0]) | (P[3] & P[2] & P[1] & P[0] & c);
	assign S = P ^ carry;
endmodule
`timescale 1ns / 1ps
module LCA_16bit_ripple(a, b, c, S, C);
	input [15:0] a, b;
	input c;
	output [15:0] S;
	output C;
	wire [3:0] carry;
	CLA_4bit cla1(a[3:0], b[3:0], c, S[3:0], carry[0]);
	CLA_4bit cla2(a[7:4], b[7:4], carry[0], S[7:4], carry[1]);
	CLA_4bit cla3(a[11:8], b[11:8], carry[1], S[11:8], carry[2]);
	CLA_4bit cla4(a[15:12], b[15:12], carry[2], S[15:12], C);
endmodule
==> results.py <==
# Generated from Yosys and OpenROAD reports
metrics = {
    "detailed_routing": {
        "drc": 0,
        "finalWirelength_mm": 1.861,
        "detail_route.wl_per_cell_um": 11.35,
        "postRouteAntennaNets": 0,
        "vias": 661,
        "drt_pre_antenna_iters": 2,
        "initialDrtViolationCount": 2,
        "vias_per_cell": 4.030,
        "diodes": 0,
    },
    "worst_hold_path": {
        "hp-class": "primary input to primary output",
    },
    "final_timing": {
        "hold_viol_final": 0,
        "min_period_over_period_pct": 71.63,
        "finalSetupViolCount": 0,
        "worst-slew-pin-transition_ns": 0.1870,
        "fmax_mhz": 151.7,
        "tns_ns": 0,
        "slew_violations": 0,
        "layout_min_cycle_time_ns": 6.590,
        "rsz0062_at_grt": "no",
        "slew_headroom_pct": 87.53,
    },
    "power": {
        "power_density_nw_per_um2": 69.84,
        "p_seq_share_pct": 0,
        "p_switching_uw": 24.94,
        "peakVddDrop_mv": 0.02660,
        "p_clk_share_pct": 0,
        "combPwrFrac_pct": 100.0,
        "cellLeakagePower_uw": 0.0005211,
        "p_int_uw": 56.59,
        "swShare_pct": 30.59,
        "finalPower_uw": 81.53,
    },
    "floorplan": {
        "die_area_um2": 6561,
        "rows": 22,
        "initCoreUtil_pct": 16.70,
        "chipHeight_um": 81,
        "fp.coreArea_um2": 3633,
        "boundaryPins": 50,
        "die-width_um": 81,
    },
    "logic_synthesis": {
        "synthAoiAreaFrac_pct": 25.15,
        "synthAdderAreaFrac_pct": 46.19,
        "xor_area_share_pct": 17.32,
        "synthTopLogicFamily": "adder cells",
        "ys_cells": 66,
        "yosys.stat.seqShare_pct": 0,
        "yosys_warnings": 0,
        "ys_chip_area_um2": 606.8,
        "syn-instance-count": 66,
        "syn_avg_cell_area_um2": 9.194,
        "simple_gate_area_share_pct": 7.629,
        "syn_area_um2": 606.8,
        "yosysUniqueCellTypes": 20,
        "mux_share_pct": 0,
    },
    "worst_setup_path": {
        "worstPathRequired_ns": 7.36,
        "path_cells": "clkdlybuf4s50_1, ha_1, a21o_1, a221o_1, a31o_1, a221o_1, fa_1, xor2_1, clkdlybuf4s50_1",
        "end_kind": "primary output",
        "slowest_stage": "clkdlybuf4s50_1",
        "cp_slowest_stage_delay_ns": 0.48,
        "path_class": "primary input to primary output",
        "startpoint_type": "primary input",
        "worst-path-max-fanout": 3,
        "cp.arrival_ns": 4.75,
    },
    "global_route": {
        "grt_pass1_vias": 737,
        "grt_usage_pct": 5.311,
        "grt_max_degree": 5,
        "gr-total-overflow": 0,
        "grt_first_pass_wirelength_mm": 2.953,
        "antenna_found_initial": 0,
    },
    "layout": {
        "drive_gt1_share_pct": 1.724,
        "syn_to_final_growth_pct": 92.37,
        "final_cell_mix": "50 x clkdlybuf4s50_1, 16 x ha_1, 8 x xnor2_1, 7 x a21o_1, 6 x inv_1",
        "flop-count": 0,
        "ff_latch_area_um2": 0,
        "layout_top_cell": "clkdlybuf4s50_1",
        "clkbuf_count": 0,
    },
    "place": {
        "place.detailed.hpwl_mm": 1.765,
        "numPortBuffers": 50,
        "place.gp.congestion": 0.8054,
    },
    "clock_network": {
        "cts-resized-gates": 0,
        "ctsHoldBuffers": 0,
        "post_cts_buffers": 0,
    },
    "flow_run": {
        "drv_cap": 0,
        "tool_warnings": 32,
    },
    "outcome": {
        "outcome": "complete, no violations",
    },
}
==> power groups by stage <==
stage	Sequential, uW	Combinational, uW	Clock (uW)
finish	0	81.5	0
CTS	0	84.0	0
global route	0	91.8	0
==> area by class of cell <==
class / instances / area [um^2]
inverter: 6 / 22.52
timing repair buffer: 50 / 500.5
tap: 48 / 60.06
fill: 381 / 2466
multi-input combinational: 60 / 584.3
==> Yosys cell counts (all sizes together) <==
library cell,n,area share [%]
and4,1,1.4
xor2,4,5.8
nand3,1,0.82
a21o,7,8.7
a41oi,1,2.7
a31oi,2,2.1
and3,1,1.0
o22ai,1,1.0
xnor2,8,12
ha,16,33
nor2,2,1.2
inv,6,3.7
fa,4,13
a21oi,4,3.3
a31o,2,2.9
or2,1,1.0
o21bai,1,1.2
nor2b,2,2.1
a221o,2,3.3
==> kinds of logic (layout without fill, tap and decap cells) <==
family	count (synthesis)	in the layout
adder cells (fa/ha/maj)	20	20
AND-OR/OR-AND	20	20
XOR/XNOR	12	12
AND/OR/NAND/NOR	8	8
buffers and inverters	6	56
==> worst max-delay path, delay by kind of cell <==
kind | cells | cell delay [ns]
AOI/OAI and AO/OA | 4 | 1.07
buffers and inverters | 2 | 0.93
adders and majority gates | 2 | 0.73
xor gates and xnor gates | 1 | 0.17
==> per-stage QoR <==
step / util (%) / hold slack, ns / instances / setup slack [ns] / instance area, um^2
3_3_place_gp: 32.13 / 4.758 / 164 / 2.604 / 1167
3_5_place_dp: 32.13 / 4.770 / 164 / 2.575 / 1167
2_1_floorplan: - / 3.787 / 66 / 3.594 / 606.8
4_1_cts: 32.13 / 4.777 / 164 / 2.576 / 1167
5_1_grt: 32.13 / 4.829 / 164 / 2.436 / 1167
6_report: 32.13 / 4.763 / 164 / 2.610 / 1167
==> path summary, 6_finish.rpt <==
| kind | cells past startpoint | to | startpoint |
|---|---|---|---|
| hold / removal | 5 | S[0] | c |
| setup / recovery | 9 | S[13] | a[4] |
==> routing by layer <==
layer | vias to the layer above | share of wire, % | routed length, um | global-route usage (%)
met5 | - | 0 | 0 | 0
met4 | 0 | 0 | 0 | 0
met3 | 0 | 16 | 296 | 3.229
met2 | 25 | 48 | 900 | 9.713
met1 | 289 | 36 | 664 | 5.378
li1 | 347 | - | - | -
Power is estimated from default activity; no workload was simulated.
